==> design/flow/config.mk <==
export PLATFORM = sky130hd
export DESIGN_NAME = CpuID
export DESIGN_NICKNAME = CpuID
export VERILOG_FILES = /design/flow/design.v
export SDC_FILE = /design/flow/constraint.sdc
export NUM_CORES = 4
export LEC_CHECK = 1
export CORE_AREA = 10 10 102 102
export DIE_AREA = 0 0 112 112
export SYNTH_HDL_FRONTEND = slang
export SYNTH_MEMORY_MAX_BITS = 65536
==> design/flow/constraint.sdc <==
current_design CpuID

set clk_period 2.3
set clk_io_pct 0.2

create_clock -name clk0 -period $clk_period [get_ports {clk}]

set non_clock_inputs [all_inputs -no_clocks]
set_input_delay [expr $clk_period * $clk_io_pct] -clock clk0 $non_clock_inputs
set_output_delay [expr $clk_period * $clk_io_pct] -clock clk0 [all_outputs]
==> design/flow/design.v <==
package cpu_pkg;
  typedef logic [15:0] word_t;
  typedef logic [7:0]  addr_t;
  typedef logic [7:0]  opcode_t;
  localparam ADD  = 8'h01;
  localparam SUB  = 8'h02;
  localparam BRNZ = 8'h03;
  localparam STR  = 8'h06;
  localparam LD   = 8'h07;
  localparam LDI  = 8'h08;
  localparam EXIT = 8'hFF;
endpackage
module CpuID 
  import cpu_pkg::*;
#(
  parameter int MEM_SIZE = 256
)
(
  input   logic          clk,
  input   logic          rst,
  output  addr_t         io_pc, 
  output  word_t         io_out,
  output  logic          io_exit
);
  logic [7:0] imem_addr, dmem_addr;
  logic [15:0] imem_dout, dmem_din, dmem_dout;
  logic dmem_we;
  sram #(
    .MEM_SIZE(MEM_SIZE)
  ) imem_inst (
    .clk(clk),
    .addr(imem_addr),
    .din(16'b0),
    .dout(imem_dout),
    .we(1'b0),
    .cs(1'b1)
  );
  sram #(
    .MEM_SIZE(MEM_SIZE)
  ) dmem_inst (
    .clk(clk),
    .addr(dmem_addr),
    .din(dmem_din),
    .dout(dmem_dout),
    .we(dmem_we),
    .cs(1'b1)
  );
  typedef struct packed {
    logic    valid; 
    word_t   instr;
    addr_t   pc;
  } pipe_reg_t;
  pipe_reg_t fetch_reg, decode_reg, execute_reg;
  logic flush;
  logic stall;
  word_t accu;
  typedef struct packed {
    logic is_add;
    logic is_sub; 
    logic is_brnz;
    logic is_str;
    logic is_ld;
    logic is_ldi;
    logic is_exit;
  } decode_flags_t;
  decode_flags_t decode_flags;
  decode_flags_t execute_flags;
  always_comb begin
    decode_flags = '0;
    if (decode_reg.valid) begin 
      case(decode_reg.instr[7:0])
        cpu_pkg::ADD:  decode_flags.is_add  = 1'b1;
        cpu_pkg::SUB:  decode_flags.is_sub  = 1'b1;
        cpu_pkg::BRNZ: decode_flags.is_brnz = 1'b1;
        cpu_pkg::STR:  decode_flags.is_str  = 1'b1;
        cpu_pkg::LD:   decode_flags.is_ld   = 1'b1;
        cpu_pkg::LDI:  decode_flags.is_ldi  = 1'b1;
        cpu_pkg::EXIT: decode_flags.is_exit = 1'b1;
        default: begin end
      endcase
    end
  end
  always_comb begin
    imem_addr = fetch_reg.pc;
    io_pc = execute_reg.pc;
    io_out = accu;
  end
  always_ff @(posedge clk or posedge rst) begin
    if(rst) begin
      fetch_reg <= '0;
      decode_reg <= '0;
      execute_reg <= '0;
      accu <= '0;
      io_exit <= 1'b0;
      flush <= 1'b0;
      stall <= 1'b0;
    end else begin
      if(!flush && !stall) begin
        fetch_reg.instr <= imem_dout;
        fetch_reg.pc <= fetch_reg.pc + 1'b1;
        fetch_reg.valid <= 1'b1;
      end 
      if (flush) begin
          fetch_reg.valid <= 1'b0;  
      end 
      if (stall) begin
          fetch_reg.instr <= imem_dout; 
      end
      if(!flush && !stall) begin
        decode_reg <= fetch_reg;
        execute_reg <= decode_reg;
        execute_flags <= decode_flags;
        if(execute_reg.valid) begin
          unique case(1'b1)
            execute_flags.is_add:  accu <= accu + {8'h0,execute_reg.instr[15:8]};
            execute_flags.is_sub:  accu <= accu - {8'h0,execute_reg.instr[15:8]};
            execute_flags.is_brnz: if(accu != 0) begin
                                   fetch_reg.pc <= execute_reg.instr[15:8];
                                   flush <= 1'b1;
                                 end
            execute_flags.is_ld:   begin
                                   stall <= 1'b1;
                                   dmem_addr <= execute_reg.instr[15:8];
                                   dmem_we <= 1'b0;
                                 end
            execute_flags.is_ldi:  accu <= {8'h0, execute_reg.instr[15:8]};
            execute_flags.is_str:  begin
                                   dmem_addr <= execute_reg.instr[15:8];
                                   dmem_din <= accu;
                                   dmem_we <= 1'b1;
                                 end
            execute_flags.is_exit: io_exit <= 1'b1;
            default: begin end
          endcase
        end
      end else begin
        if (flush) begin
          decode_reg.valid <= '0;
          execute_reg.valid <= '0;
          flush <= 1'b0;
        end
        if (stall) begin         
            accu <= dmem_dout;
            stall <= 1'b0;
        end
      end
    end
  end
endmodule
module sram
#(
  parameter int ADDR_WIDTH = 8,
  parameter int DATA_WIDTH = 16,
  parameter int MEM_SIZE = 256
)
(
  input  logic                   clk,
  input  logic [ADDR_WIDTH-1:0]  addr,
  input  logic [DATA_WIDTH-1:0]  din,
  output logic [DATA_WIDTH-1:0]  dout,
  input  logic                   we,
  input  logic                   cs
);
  logic [DATA_WIDTH-1:0] mem [MEM_SIZE];
  logic [DATA_WIDTH-1:0] data_out;
  always_ff @(posedge clk) begin
    if (cs && we) begin
      mem[addr] <= din;
    end
  end
  always_comb begin
  data_out = mem[addr];
  end 
  assign dout = data_out;
endmodule
==> design/flow/run.sh <==
#!/bin/bash
# OpenROAD 26Q1-2900-gdf79404cd8, Yosys 0.63+post, stock flow scripts
make -C /OpenROAD-flow-scripts/flow DESIGN_CONFIG=/design/flow/config.mk WORK_HOME=/design/flow/orfs finish
==> impl_metrics.tcl <==
# implementation run metrics
set metrics [dict create \
    yosys-top-cells-count "buf_4 (25), dfrtp_1 (25), mux2_2 (17)" \
    insertion_delay_ns 0.26 \
    vias 527 \
    drcViolationCount 0 \
    cts-htree-levels 1 \
    grt_overflow 0 \
    topCellsByArea "dfrtp_1 (54%), mux2_2 (16%), buf_4 (16%), xnor2_1 (3.8%), nand4b_4 (2.0%)" \
    power.density_mw_per_mm2 1010 \
    syn_area_sq_mm 0.00117 \
    pre_cts_ws_ns 1.01 \
    area_growth_syn_to_layout_pct 12.8 \
    ios 27 \
    hold_path_depth 1 \
    hold_class "reg -> reg" \
    yosysTopAreaCellShare_pct 53.6 \
    start_kind "register" \
    min_to "imem_addr[7]$_DFFE_PP0N_" \
    regToRegSetupSlack_ns 1.18 \
    cp_max_fo 2 \
    wirelength_um 1660 \
    seq_power_share_pct 56.0 \
    max-cap-violations 0 \
    first_iter_violations 12 \
    worst_path_max_delay_cell "clkdlybuf4s50_1" \
    placed_area_sq_mm 0.00127 \
    dr.pass1.iters 2 \
    crit_chain "clkdlybuf4s50_1" \
    ys_seq_share_pct 53.6 \
    cts_tree "built" \
    grt_pass1_wl_um 2790 \
    cts_resized 0 \
    initCoreUtil_pct 14.2 \
    drive_gt1_share_pct 26.6 \
    fill_cells 891 \
    instances_no_fill 199 \
    rr_startpoint "imem_addr[0]$_DFFE_PP0N_" \
    synthFlopType "dfrtp_1" \
    antenna_found_initial 0 \
    cts_setup_buffers 0 \
    setup_viol 0 \
    irDropWorstVdd_v 0.000297 \
    clk_pin_slew_worst_paths_ns 0.08 \
    rows 33 \
    design_area_sq_mm 0.00132 \
    fp.coreArea_sq_mm 0.00822 \
    final.setup.tns_ns 0 \
    root_buffer "clkbuf_8" \
    min_from "imem_addr[7]$_DFFE_PP0N_" \
    leakage_uw 0.000590 \
    p_comb_share_pct 25.1 \
    synthArstFlopShare_pct 100 \
    grt_start_max_net_pins 26 \
    yosys.cell_types.count 15 \
    synth_warnings 0 \
    hold_buffers 0 \
    openroad.warnings 25 \
    status "completed" \
    avgSynthCellArea_sq_um 13.1 \
    place_inst 195 \
    crit_buf_inv 1 \
    chipArea_sq_mm 0.0125 \
    switching_share_pct 26.6 \
    wl_per_cell_um 8.35 \
    viasPerCell 2.65 \
    internal-power_uw 972 \
    skew_ns 0.000862 \
    r2r-end "imem_addr[1]$_DFFE_PP0N_" \
    critPathRequiredTime_ns 1.84 \
    dieHeight_um 112 \
    ys_area_sq_mm 0.00117 \
    fin_crit_sh_pct 67.6 \
    crit_family "buffers and inverters" \
    yosys.area.top_type "dfrtp_1" \
    rsz0062_at_grt "no" \
    gp_congestion 0.717 \
    p_sw_uw 352 \
    critPathMaxStageDelay_ns 0.47 \
    worst_slack_ns 0.746 \
    ys_cells 89 \
    p_clk_share_pct 18.9 \
    r2r_cells 2 \
    die_w_um 112 \
    grt_util_all_layers_pct 2.63 \
    critPathCaptureType "output port" \
    cts_buffers 3 \
    antenna_cells 0 \
    period_needed_ns 1.55 \
    synth_flops 25 \
    utilization_pct 16.0 \
    cts_num_sinks 25 \
    worstSetupPathType "reg -> out" \
    io_buffers 9 \
    syn-instance-count 89 \
    final_antenna_net_count 0 \
    cts_buffer_depth 2 \
    finalMaxSlewViolations 0 \
    dp_hpwl_um 1240 \
    hold_violations 0 \
    synth-edff-count 0 \
    fmax_mhz 643 \
    cp.arrival_ns 1.09 \
    grt_pass1_vias 571 \
]
==> metal layers <==
layer,share of wire (%),track usage [%],vias to the layer above
met5,0,0,-
met3,9.8,1.68,2
met2,42,3.77,18
li1,-,-,256
met4,0.72,0.169,0
met1,47,3.43,251
==> layout make-up <==
| cell class | instances | area (sq um) | area share, % |
|---|---|---|---|
| Sequential cell | 25 | 626 | 47.5 |
| Multi-Input combinational cell | 52 | 400 | 30.4 |
| Tap cell | 105 | 131 | 9.98 |
| Timing Repair Buffer | 11 | 105 | 7.98 |
| Clock buffer | 3 | 41.3 | 3.14 |
| Inverter | 2 | 7.51 | 0.570 |
| Clock inverter | 1 | 5.00 | 0.380 |
==> cell families (layout without fill, tap and decap cells) <==
logic type	after synthesis	in the layout	synth area share [%]
simple gates	9	9	5.79
other cells	1	18	0.321
fa+ha+maj	1	1	1.07
buf+inv	29	17	17.6
xor+xnor	7	7	5.25
mux	17	17	16.4
flops	25	25	53.6
==> power by group through the flow <==
stage / logic (uW) / clock network, uW / registers (uW)
finish: 333 / 250 / 741
CTS: 347 / 267 / 745
global route: 376 / 281 / 776
==> worst max-delay path by stage <==
stage | slack (ns) | start | end | cells past startpoint
global route | 0.68 | io_pc[1]$_DFFE_PP0N_ | io_pc[1] | 1
CTS | 0.70 | io_pc[2]$_DFFE_PP0N_ | io_pc[2] | 1
finish | 0.75 | io_pc[2]$_DFFE_PP0N_ | io_pc[2] | 1
==> placed cells by master, fill, tap and decap left out <==
| cell | count |
|---|---|
| and3_1 | 1 |
| buf_4 | 2 |
| clkbuf_8 | 3 |
| clkdlybuf4s50_1 | 9 |
| clkinv_2 | 1 |
| conb_1 | 18 |
| dfrtp_1 | 25 |
| ha_1 | 1 |
| inv_1 | 2 |
| mux2_2 | 17 |
| nand2_1 | 3 |
| nand4_1 | 2 |
| nand4b_4 | 1 |
| nor2_1 | 1 |
| nor3_2 | 1 |
| xnor2_1 | 5 |
| xor2_1 | 2 |
==> through the flow <==
step,power (uW),hold slack (ns)
global placement,1090,0.465
finish,1320,0.475
detailed placement,1100,0.459
CTS,1360,0.479
global route,1430,0.510
floorplan,1010,0.438
Power is estimated from default activity; no workload was simulated.
